==> run.sh <==
#!/bin/bash
# OpenROAD 26Q1-2900-gdf79404cd8, Yosys 0.63+post, stock flow scripts
make -C /OpenROAD-flow-scripts/flow DESIGN_CONFIG=/design/flow/config.mk WORK_HOME=/design/flow/orfs finish
==> config.mk <==
export PLATFORM = sky130hd
export DESIGN_NAME = teste
export DESIGN_NICKNAME = teste
export VERILOG_FILES = /design/flow/design.v
export SDC_FILE = /design/flow/constraint.sdc
export NUM_CORES = 4
export LEC_CHECK = 1
export CORE_AREA = 10 10 70 70
export DIE_AREA = 0 0 80 80
==> constraint.sdc <==
current_design teste

set clk_period 1.0
set clk_io_pct 0.2

create_clock -name clk0 -period $clk_period

set non_clock_inputs [all_inputs -no_clocks]
set_input_delay [expr $clk_period * $clk_io_pct] -clock clk0 $non_clock_inputs
set_output_delay [expr $clk_period * $clk_io_pct] -clock clk0 [all_outputs]
==> design.v <==
module Controle(
	input wire [2:0] OpCode,
	output reg MemtoReg, MemEn, MemOp, FonteEscrita, RegEsc, Stop, Clear,
	output reg [3:0] ALUCode
);
always @(*)
begin
	if(OpCode == 3'b000)
	begin
		MemtoReg = 1'b0;
		MemEn = 1'b0;
		MemOp = 1'b0;
		FonteEscrita = 1'b0;
		RegEsc = 1'b1;
		ALUCode = 4'b1000;
		Stop = 1'b0;
		Clear = 1'b0;
	end
	else if(OpCode == 3'b001)
	begin
		MemtoReg = 1'b0;
		MemEn = 1'b0;
		MemOp = 1'b0;
		FonteEscrita = 1'b0;
		RegEsc = 1'b1;
		ALUCode = 4'b0100;
		Stop = 1'b0;
		Clear = 1'b0;
	end
	else if(OpCode == 3'b010)
	begin
		MemtoReg = 1'b0;
		MemEn = 1'b0;
		MemOp = 1'b0;
		FonteEscrita = 1'b0;
		RegEsc = 1'b1;
		ALUCode = 4'b0001;
		Stop = 1'b0;
		Clear = 1'b0;
	end
	else if(OpCode == 3'b011)
	begin
		MemtoReg = 1'b0;
		MemEn = 1'b0;
		MemOp = 1'b0;
		FonteEscrita = 1'b0;
		RegEsc = 1'b1;
		ALUCode = 4'b0010;
		Stop = 1'b0;
		Clear = 1'b0;
	end
	else if(OpCode == 3'b100)
	begin
		MemtoReg = 1'b1;
		MemEn = 1'b1;
		MemOp = 1'b0;
		FonteEscrita = 1'b0;
		RegEsc = 1'b0;
		ALUCode = 4'b0001;
		Stop = 1'b0;
		Clear = 1'b1;
	end
	else if(OpCode == 3'b110)
	begin
		MemtoReg = 1'b1;
		MemEn = 1'b1;
		MemOp = 1'b0;
		FonteEscrita = 1'b1;
		RegEsc = 1'b1;
		ALUCode = 4'b0001;
		Stop = 1'b0;
		Clear = 1'b0;
	end
	else if(OpCode == 3'b111)
	begin
		MemtoReg = 1'b0;
		MemEn = 1'b1;
		MemOp = 1'b1;
		FonteEscrita = 1'b0;
		RegEsc = 1'b0;
		ALUCode = 4'b0001;
		Stop = 1'b0;
		Clear = 1'b0;
	end
	else
	begin
		MemtoReg = 1'b0;
		MemEn = 1'b0;
		MemOp = 1'b0;
		FonteEscrita = 1'b0;
		RegEsc = 1'b0;
		ALUCode = 4'b0001;
		Stop = 1'b1;
		Clear = 1'b0;
	end
end
endmodule
module teste (
	input wire [2:0] OpCode,
	output wire MemtoReg, MemEn, MemOp, FonteEscrita, RegEsc, Stop, Clear,
	output wire [3:0] ALUCode
);
Controle instancia(
	.OpCode(OpCode),
	.MemtoReg(MemtoReg),
	.MemEn(MemEn),
	.MemOp(MemOp),
	.FonteEscrita(FonteEscrita),
	.RegEsc(RegEsc),
	.Stop(Stop),
	.Clear(Clear),
	.ALUCode(ALUCode)
);
endmodule
==> impl_metrics.prom <==
# HELP chip_impl_metric Flow report values
# TYPE chip_impl_metric gauge
chip_impl_info{name="timing.critical_path.to_type",value="output pin"} 1
chip_impl_metric{name="first_global_vias",unit=""} 166
chip_impl_metric{name="finish.utilization",unit="%"} 9.82
chip_impl_metric{name="setup_viol",unit=""} 0
chip_impl_metric{name="placement.io_buffers",unit=""} 14
chip_impl_metric{name="num-fill-cells",unit=""} 404
chip_impl_metric{name="finalWeightedCongestion",unit=""} 0.727
chip_impl_metric{name="drt_drc_violations_left",unit=""} 0
chip_impl_metric{name="postCtsHoldBufs",unit=""} 0
chip_impl_metric{name="maxClockFrequency",unit="MHz"} 1020
chip_impl_metric{name="min_period_over_period",unit="%"} 97.7
chip_impl_metric{name="grt_max_degree",unit=""} 7
chip_impl_metric{name="data_required_time_of_the_worst_path",unit="ns"} 0.80
chip_impl_metric{name="die-width",unit="um"} 80
chip_impl_metric{name="area.combinational",unit="sq um"} 93.8
chip_impl_metric{name="fp.dieH",unit="um"} 80
chip_impl_metric{name="layout-drive-gt1-share",unit="%"} 51.5
chip_impl_metric{name="synth_area_in_adders",unit="%"} 0
chip_impl_metric{name="tightest_slew",unit="ns"} 0.150
chip_impl_info{name="hold_path_class",value="in -> out"} 1
chip_impl_metric{name="slew_viol_final",unit=""} 0
chip_impl_metric{name="ys_area",unit="sq um"} 67.6
chip_impl_info{name="run_status",value="finished, final reports clean"} 1
chip_impl_metric{name="register_area",unit="sq um"} 0
chip_impl_metric{name="hpwl",unit="um"} 415
chip_impl_metric{name="dr.first_iter.drc_count",unit=""} 0
chip_impl_metric{name="ys_sh_mux",unit="%"} 0
chip_impl_metric{name="areaGrowthSynthToFinish",unit="%"} 396
chip_impl_info{name="final_cell_mix",value="sky130_fd_sc_hd__buf_6 (5), sky130_fd_sc_hd__dlygate4sd2_1 (5)"} 1
chip_impl_metric{name="grt.overflow.total",unit=""} 0
chip_impl_metric{name="route.detailed.vias_per_inst",unit=""} 2.10
chip_impl_metric{name="synth-compound-area-share",unit="%"} 0
chip_impl_metric{name="cp_max_fo",unit=""} 5
chip_impl_metric{name="antenna_found_initial",unit=""} 0
chip_impl_metric{name="synth-cells-yosys",unit=""} 14
chip_impl_info{name="synth.logic.top_family",value="simple AND/OR/NAND/NOR gates"} 1
chip_impl_metric{name="detail_route.antenna_diodes",unit=""} 0
chip_impl_metric{name="worst_slew_margin_rel",unit="%"} 90.0
chip_impl_metric{name="simple_gate_area_share",unit="%"} 94.4
chip_impl_metric{name="synth.distinct_cells",unit=""} 7
chip_impl_info{name="worst_hold_startpoint",value="OpCode[1]"} 1
chip_impl_metric{name="fp_util",unit="%"} 1.98
chip_impl_metric{name="finalHoldViolCount",unit=""} 0
chip_impl_metric{name="count_of_boundary_i_o_pins",unit=""} 14
chip_impl_metric{name="max_cap_violations",unit=""} 0
chip_impl_info{name="critical_path.startpoint_type",value="primary input"} 1
chip_impl_metric{name="track_usage",unit="%"} 1.45
chip_impl_metric{name="arrival",unit="ns"} 0.78
chip_impl_metric{name="core.rowCount",unit=""} 21
chip_impl_metric{name="totalPowerFinal",unit="mW"} 0.0992
chip_impl_metric{name="grt_first_pass_wirelength",unit="um"} 807
chip_impl_metric{name="stage_log_warnings",unit=""} 33
chip_impl_metric{name="cellLeakagePower",unit="nW"} 0.169
chip_impl_metric{name="synth_seq_share",unit="%"} 0
chip_impl_metric{name="syn-cell-area",unit="sq um"} 67.6
chip_impl_metric{name="power.density",unit="nW/um^2"} 296
chip_impl_info{name="setup.worst_path.class",value="in -> out"} 1
chip_impl_metric{name="ff_count",unit=""} 0
chip_impl_info{name="worst_setup_path_startpoint",value="OpCode[0]"} 1
chip_impl_metric{name="post_synth_inst_count",unit=""} 14
chip_impl_metric{name="post_synth.cell_area_avg",unit="sq um"} 4.83
chip_impl_metric{name="layout_min_cycle_time",unit="ns"} 0.977
chip_impl_info{name="grt_setup_unrepaired",value="no"} 1
chip_impl_metric{name="totalWireLength",unit="um"} 548
chip_impl_metric{name="nClkBuffers",unit=""} 0
chip_impl_metric{name="dieArea",unit="sq um"} 6400
chip_impl_metric{name="core-area",unit="sq um"} 3420
chip_impl_metric{name="vias",unit=""} 166
chip_impl_metric{name="yosys_warnings",unit=""} 1
chip_impl_metric{name="routed_wire_length_per_instance",unit="um"} 6.94
chip_impl_metric{name="postRouteAntennaNets",unit=""} 0
chip_impl_metric{name="worst_ir_drop_vdd",unit="mV"} 0.0283
chip_impl_metric{name="yosys.area_share.xor_xnor",unit="%"} 0
chip_impl_metric{name="drt-pass1-iter-count",unit=""} 1
## report_power, final
part / switching, mW / internal, mW
registers: 0 / 0
clock network: 0 / 0
logic: 0.0351 / 0.0641
total: 0.0351 / 0.0641
## metrics by stage
step | hold slack, ns | instances | setup slack (ns) | setup TNS [ns] | area (sq um)
after floorplan | 0.413 | 14 | 0.325 | 0 | 67.6
after global placement | 1.40 | 76 | -0.689 | -7.02 | 280
after detailed placement | 1.40 | 76 | -0.703 | -7.10 | 280
after CTS | 0.650 | 79 | -0.195 | -0.307 | 307
after global routing | 0.650 | 79 | 0.00286 | 0 | 335
final | 0.638 | 79 | 0.0226 | 0 | 335
## final cells by class
| cell class | count | area share, % |
|---|---|---|
| repair buffers | 19 | 53.0 |
| multi-input cells | 13 | 28.0 |
| well taps | 46 | 17.2 |
| inverters | 1 | 1.87 |
## cell families (layout without fill, tap and decap cells)
group,after synthesis,count (layout)
buf+inv,1,20
simple gates,13,13
## final timing paths
path	to	cells after the start
setup / recovery	ALUCode[3]	4
hold / removal	Clear	3
## layer usage
| layer | up-vias | wire length (um) | global-route usage, % |
|---|---|---|---|
| met4 | 0 | 0 | 0 |
| met5 | - | 0 | 0 |
| li1 | 83 | - | - |
| met1 | 72 | 260 | 1.98 |
| met3 | 0 | 83 | 0.455 |
| met2 | 11 | 203 | 2.33 |
## critical path, stage by stage
cell and delay, ns:
sky130_fd_sc_hd__buf_6 0.10, sky130_fd_sc_hd__buf_6 0.12, sky130_fd_sc_hd__nor3_1 0.16, sky130_fd_sc_hd__clkdlybuf4s15_1 0.20
## synthesized netlist by cell type, drive strengths merged
cell	count	area, sq um
and2	1	6.26
and3	2	12.5
inv	1	3.75
nand2	2	7.51
nand2b	2	12.5
nor2	4	15.0
nor3	2	10.0
## timing repair
| action | CTS | global route |
|---|---|---|
| endpoints found under the setup margin | 11 | 8 |
| gates resized | 38 | 11 |
| pin swaps | 2 | 0 |
| setup buffers | 3 | 1 |
